`flow/config.mk`:
```
export PLATFORM = sky130hd
export DESIGN_NAME = Float_Add
export DESIGN_NICKNAME = Float_Add
export VERILOG_FILES = /design/flow/design.v
export SDC_FILE = /design/flow/constraint.sdc
export NUM_CORES = 4
export LEC_CHECK = 1
export CORE_UTILIZATION = 40
```
`flow/constraint.sdc`:
```
current_design Float_Add

set clk_period 5.0
set clk_io_pct 0.2

create_clock -name clk0 -period $clk_period [get_ports {clk}]

set non_clock_inputs [all_inputs -no_clocks]
set_input_delay [expr $clk_period * $clk_io_pct] -clock clk0 $non_clock_inputs
set_output_delay [expr $clk_period * $clk_io_pct] -clock clk0 [all_outputs]
```
`flow/design.v`:
```
module Float_Add(clk,rst,start,X,Y,valid,sum);
input clk;
input rst;
input start;
input [31:0]X,Y;	 
output [31:0]sum;	 
output valid;
reg X_sign;
reg Y_sign;
reg sum_sign,next_sum_sign;
reg [7:0] X_exp;
reg [7:0] Y_exp;
reg [7:0] sum_exp,next_sum_exp;
reg [23:0] X_mant, Y_mant;
reg [23:0] X_mantissa, Y_mantissa;  
reg [24:0] sum_mantissa, next_sum_mantissa;  
reg [8:0] expsub,abs_diff;
reg [24:0] sum_mantissa_temp;
reg [1:0] next_state, pres_state;
reg valid, next_valid;
parameter IDLE = 2'b00;
parameter START = 2'b01;
parameter SHIFT_MANT = 2'b10;
assign sum = {sum_sign,sum_exp,sum_mantissa[22:0]};
assign add_carry = sum_mantissa[24] & !(X_sign ^ Y_sign);	 
assign sub_borrow = sum_mantissa_temp[24] & (X_sign ^ Y_sign);  
always @ (posedge clk or negedge rst)
begin
if(!rst)
begin
	valid 	     <= 1'b0;
	pres_state   <= 2'd0;
	sum_exp      <= 8'd0;
	sum_mantissa <= 25'd0;
	sum_sign     <= 1'b0;
end
else
begin
	valid 	     <= next_valid;
	pres_state   <= next_state;
	sum_exp      <= next_sum_exp;
	sum_mantissa <= next_sum_mantissa;
	sum_sign     <= next_sum_sign;
end
end
always @ (*)
begin 
next_valid = 1'b0;
X_sign = X[31];
X_exp = X[30:23];
X_mant = {1'b1,X[22:0]};	
Y_sign = Y[31];
Y_exp = Y[30:23];
Y_mant = {1'b1,Y[22:0]};
next_sum_sign = sum_sign;		
next_sum_exp = 8'd0;
next_sum_mantissa = 25'd0;
next_state = IDLE;
sum_mantissa_temp = 25'd0;
case(pres_state)
IDLE:
begin
	next_valid = 1'b0;
	X_sign = X[31];
	X_exp = X[30:23];
	X_mant = {1'b1,X[22:0]};	 
	Y_sign = Y[31];
	Y_exp = Y[30:23];
	Y_mant = {1'b1,Y[22:0]};
	next_sum_sign = 1'b0;
	next_sum_exp = 8'd0;
	next_sum_mantissa = 25'd0;
	next_state = (start) ? START : pres_state;
end
START:
begin
    expsub = X_exp - Y_exp;
    abs_diff = expsub[8] ? !(expsub[7:0])+1'b1 : expsub[7:0];	 
    X_mantissa = expsub[8] ? X_mant >> abs_diff : X_mant;	 
    Y_mantissa = expsub[8] ? Y_mant : Y_mant >> abs_diff;    
    next_sum_exp = expsub[8] ? Y_exp : X_exp;			 
    sum_mantissa_temp = !(X_sign ^ Y_sign) ? X_mantissa + Y_mantissa :	 
			 (X_sign) ? Y_mantissa - X_mantissa :
			 (Y_sign) ? X_mantissa - Y_mantissa : sum_mantissa;
    next_sum_mantissa = (sub_borrow) ? ~(sum_mantissa_temp)+1'b1 : sum_mantissa_temp;  
    next_sum_sign = ((X_sign & Y_sign) || sub_borrow);
    next_valid = 1'b0;	
    next_state = SHIFT_MANT;	
end
SHIFT_MANT:					 
begin
    next_sum_exp = sum_mantissa[23] ? sum_exp : (add_carry)? sum_exp + 1'b1 : sum_exp - 1'b1;
    next_sum_mantissa = sum_mantissa[23] ? sum_mantissa : (add_carry) ? sum_mantissa >> 1 : sum_mantissa << 1;
    next_valid = sum_mantissa[23] ? 1'b1 : 1'b0;
    next_state = sum_mantissa[23] ? IDLE : pres_state;
end
endcase
end
endmodule
```
`flow/run.sh`:
```
#!/bin/bash
# OpenROAD 26Q1-2900-gdf79404cd8, Yosys 0.63+post, stock flow scripts
make -C /OpenROAD-flow-scripts/flow DESIGN_CONFIG=/design/flow/config.mk WORK_HOME=/design/flow/orfs finish
```
==> flow_summary.ini <==
; yosys + openroad results
[run_status]
status = finished with violations
violations = setup timing

[clock_tree]
clock_latency_ns = 0.29
cts_tree = yes
cts_num_sinks = 38
cts_max_level = 2
cts.clk_slew.worst_paths_ns = 0.06
cts-buffers-inserted = 5
clock-root-buffer = clkbuf_16
cts_buffer_depth = 2

[drt]
drc = 0
ant_nets = 0
routed_via_density = 5.834
first_iter_violations = 1095
vias = 14710
diodes = 0
first_pass_iters = 29
wirelength_um = 50110
post_drt_wl_per_cell_um = 19.88

[critical_path]
cpPeakStageDelay_ns = 0.40
slowest_stage = fa_2
crit_fanout = 5
reg2reg_from = sum_mantissa[1]
worstPathRequired_ns = 5.19
crit_type = input pin to flop
cp.arrival_ns = 7.59
rr_worst_depth = 12
crit_path_frequent_cell = buf_6
startpoint = X[23]
startpoint_type = input pin
end_kind = flop

[power]
power.leakage_uw = 0.008152
ir_worst_vdd_uv = 185.3
combPwrFrac_pct = 89.2
p_int_uw = 3703
p_sw_share_pct = 47.65
power.total_uw = 7073
clkPwrFrac_pct = 5.0
p_per_area_nw_per_um2 = 390.7
switchingPower_uw = 3370
seqPwrFrac_pct = 5.8

[logic_synthesis]
aoi_share_pct = 37.83
avgSynthCellArea_um2 = 6.767
simple_gate_share_pct = 24.04
syn_inst = 1589
area_leaders = ha_1, dfrtp_1, a21oi_1
synth_adder_area_share_pct = 10.94
synth_area_um2 = 10750
ys_warn_count = 3
postSynthSeqShare_pct = 8.855
ys.flop_type = dfrtp_1
mux_share_pct = 5.748
yosys.area.top_type = ha_1
synthDistinctLibCells = 98
ys_ff = 38
ys_async_sr_fraction_pct = 100.0
logic_family = AND-OR/OR-AND gates
edf_count = 0
yosys_cells = 1589
top_area_share_pct = 10.01
ys_chip_area_um2 = 10750
xor_area_share_pct = 3.258

[placement]
gp_congestion = 1.044
dp_slack_ns = -3.430
portBuffers = 99
post-dp-hpwl_um = 39890
placed_cell_area_um2 = 15860

[finish]
drive_above_1_share_pct = 41.40
final_area_um2 = 18100
fillers = 2023
finalCoreUtilization_pct = 69.07
combGateArea_um2 = 10290
final-seq-area_um2 = 952.2
syn2layout_area_growth_pct = 68.34

[global_routing]
grtUsageMet2_pct = 56.45
antenna_found_initial = 0
grt_use_met3_pct = 3.059
grtUsageMet1_pct = 51.74
grt_pass1_wl_um = 77600
grt_max_degree = 62
grt_most_used_layer = met2
grt_overflow = 0
grt_pass1_vias = 13850
grt.total_usage_pct = 36.06

[die]
die_w_um = 166.0
rows = 59
dieHeight_um = 166.0
ioPinCount = 100
core_area_um2 = 26210
die_area_um2 = 27540
fp_util_pct = 41.03

[flow_run]
warnings = 74
max_cap_viol_count = 0

[timing]
holdWs_ns = 0.5053
skew_ns = 0.006016
drv_slew = 0
timing.fmax_mhz = 135.2
rsz0062_at_grt = yes
hold_viol = 0
min_period_ns = 7.397
setup_violations = 26
slew_headroom_pct = 40.79
fin_crit_sh_pct = 147.9
timing.final.ws_setup_ns = -2.397
worstMarginPinSlew_ns = 0.8789

[hold_path]
holdPathStages = 2
min-delay-start = pres_state[0]
hp-class = flop to flop
## repair_timing
item / CTS / global route
gates resized: 202 / 130
pin swaps: 85 / 75
hold buffers: 0 / 0
hold endpoints to repair: 0 / 0
gates cloned: 3 / 2
setup buffers: 45 / 25
endpoints found under the setup margin: 26 / 26
## stage by stage
step,instances,setup TNS [ns]
finish,2521,-56.18
CTS,2497,-54.46
floorplan,1589,-49.39
detailed placement,2443,-84.45
global placement,2443,-83.56
global route,2521,-60.84
## synthesized netlist by cell type (all sizes together) (15+ instances only)
library cell  number
o21a              21
nor4              18
nand3             35
ha                86
a221o             16
o22ai             30
inv               95
buf               60
o31ai             23
o311ai            15
nor2b             21
xnor2             25
and3              23
nor2             151
and2              15
a211oi            27
xor2              15
o21ai             93
nor3              23
o211ai            20
nand2            207
mux2i             49
a21o              20
a31oi             26
a221oi            15
a21oi            159
dfrtp             37
clkbuf            67
## placed cells by master, fill, tap and decap left out, drive strengths merged, types with 30 or more instances in the layout
cell           count
inv               95
nand2            207
ha                86
o22ai             30
dfrtp             37
o21ai             93
a21oi            159
mux2i             49
clkdlybuf4s50     87
nor2             151
nand3             35
buf              617
## cell type report
cell class / count / area share (%)
Tap cell: 335 / 2.316
Timing Repair Buffer: 716 / 32.60
Multi-Input combinational cell: 1328 / 56.85
Clock buffer: 8 / 0.9193
Sequential cell: 38 / 5.260
Inverter: 96 / 2.060
## power groups by stage
stage	combinational, µW	sequential, µW	clock (µW)
after CTS	5860	411	358
after global routing	6760	420	368
final	6310	413	354
## sequential cells by signal (all words and copies together), names as in the netlist
| name | flops |
|---|---|
| sum_mantissa | 25 |
| sum_exp | 8 |
| pres_state | 3 |
| sum_sign | 1 |
| valid | 1 |
## final timing paths
path,end,slack [ns]
worst min register to register,pres_state[0],0.51
worst max register to register,sum_mantissa[23],2.30
max in group asynchronous,pres_state[0],3.86
worst max-delay path,sum_mantissa[23],-2.40
worst min-delay path,pres_state[0],0.51
min in group asynchronous,sum_exp[6],0.75
## worst max-delay path: cells and delay by family
kind	cells	cell delay (ns)
compound gates	11	2.57
simple gates	10	1.93
fa+ha+maj	4	1.06
buf+inv	8	0.87
mux	1	0.13
## per-layer routing
| metal | vias up | share of wire (%) |
|---|---|---|
| li1 | 7051 | - |
| met1 | 6863 | 45 |
| met2 | 653 | 44 |
| met3 | 141 | 6.1 |
| met4 | 0 | 5.1 |
| met5 | - | 0 |
## kinds of logic after synthesis
group,after synthesis
muxes,60
xor gates and xnor gates,40
buffers and inverters,223
adders and majority gates,91
DFF,38
AOI/OAI and AO/OA,583
and+or+nand+nor,554
Power figures rest on the tool's default switching activity, not on a simulated workload.
